==> flow/design.v <==
module hazard_detection_unit (
    EX_mem_to_reg,               
    EX_destination_register,     
    ID_read_register_0,          
    ID_read_register_1,          
    stall                        
);
input EX_mem_to_reg;
input [4:0] EX_destination_register;
input [4:0] ID_read_register_0;
input [4:0] ID_read_register_1;
output stall;
wire data_hazard = (
    EX_mem_to_reg &&
    (
        (EX_destination_register == ID_read_register_0) ||
        (EX_destination_register == ID_read_register_1)
    )
);
assign stall = data_hazard;
endmodule
==> flow/run.sh <==
#!/bin/bash
# OpenROAD 26Q1-2900-gdf79404cd8, Yosys 0.63+post, stock flow scripts
make -C /OpenROAD-flow-scripts/flow DESIGN_CONFIG=/design/flow/config.mk WORK_HOME=/design/flow/orfs finish
==> flow/config.mk <==
export PLATFORM = sky130hd
export DESIGN_NAME = hazard_detection_unit
export DESIGN_NICKNAME = hazard_detection_unit
export VERILOG_FILES = /design/flow/design.v
export SDC_FILE = /design/flow/constraint.sdc
export NUM_CORES = 4
export LEC_CHECK = 1
export CORE_AREA = 10 10 70 70
export DIE_AREA = 0 0 80 80
==> flow/constraint.sdc <==
current_design hazard_detection_unit

set clk_period 2.5
set clk_io_pct 0.2

create_clock -name clk0 -period $clk_period

set non_clock_inputs [all_inputs -no_clocks]
set_input_delay [expr $clk_period * $clk_io_pct] -clock clk0 $non_clock_inputs
set_output_delay [expr $clk_period * $clk_io_pct] -clock clk0 [all_outputs]
==> impl_metrics.env <==
# implementation run metrics
export IMPL_status="completed"
export IMPL_tns_ps=0
export IMPL_synth_cell_type_count=4
export IMPL_hold_viol=0
export IMPL_top_logic_kind="XOR/XNOR gates"
export IMPL_final_antenna_net_count=0
export IMPL_yosys_cells=15
export IMPL_p_leak_nw=0.0987
export IMPL_grt_ovfl_total=0
export IMPL_design_die_area_mm2=0.00640
export IMPL_slew_violations=0
export IMPL_grtUsageMet2_pct=2.41
export IMPL_seq_power_share_pct=0
export IMPL_drt_vias_per_instance=2.10
export IMPL_internal_power_uw=35.5
export IMPL_drive_above_1_share_pct=3.13
export IMPL_vdd_drop_max_mv=0.0159
export IMPL_switching_power_uw=14.4
export IMPL_ys_seq_share_pct=0
export IMPL_ys_top_cells_by_count="10 x xnor2_1, 2 x nand2_1, 2 x nand4_1, 1 x o22ai_1"
export IMPL_tool_warnings=32
export IMPL_setup_viol=0
export IMPL_rows=21
export IMPL_grt_pass1_wl_um=814
export IMPL_critPathMaxFanout=2
export IMPL_drt_wl_total_um=549
export IMPL_fin_cells=78
export IMPL_gr_usage_met1_pct=2.04
export IMPL_drtPass1Iterations=4
export IMPL_grt_usage_pct=1.55
export IMPL_drv_cap=0
export IMPL_hold_class="input pin to output pin"
export IMPL_largest_area_cell="xnor2_1"
export IMPL_synth_warnings=0
export IMPL_slew_headroom_pct=88.8
export IMPL_dieHeight_um=80
export IMPL_antenna_found_initial=0
export IMPL_vias=164
export IMPL_wl_per_cell_um=7.04
export IMPL_ys_sh_aoi_pct=5.49
export IMPL_synth_xor_area_share_pct=76.9
export IMPL_place_hpwl_um=517
export IMPL_ys_area_um2=114
export IMPL_use_met3_pct=0.682
export IMPL_diodes=0
export IMPL_fmax_ghz=0.412
export IMPL_drt_iter0_markers=2
export IMPL_whs_ps=1960
export IMPL_fill_cells=392
export IMPL_p_sw_share_pct=28.9
export IMPL_ys_sh_adder_pct=0
export IMPL_power_density_mw_per_mm2=143
export IMPL_seq_cell_count=0
export IMPL_avgSynthCellArea_um2=7.59
export IMPL_grt_max_degree=3
export IMPL_area_growth_pct=207
export IMPL_ff_latch_area_um2=0
export IMPL_criticalPathCategory="input pin to output pin"
export IMPL_pin_count=17
export IMPL_syn_cell_area_um2=114
export IMPL_gp_congestion=0.808
export IMPL_comb_power_share_pct=100.0
export IMPL_rsz0062_at_grt="no"
export IMPL_fp_util_pct=3.33
export IMPL_synthCells=15
export IMPL_dp_cells=78
export IMPL_p_clk_share_pct=0
export IMPL_period_needed_ps=2430
export IMPL_logic_area_um2=121
export IMPL_post_cts_buffers=0
export IMPL_coreArea_mm2=0.00342
export IMPL_mux_area_share_pct=0
export IMPL_cp_required_ps=2000
export IMPL_grt_busiest_layer="met2"
export IMPL_critPathCaptureType="output pin"
export IMPL_port_buffers=17
export IMPL_clock_buffers=0
export IMPL_die_width_um=80
export IMPL_top_area_share_pct=76.9
export IMPL_fin_crit_sh_pct=97.2
export IMPL_area_leaders="xnor2_1 77%, nand4_1 11%, nand2_1 6.6%, o22ai_1 5.5%"
export IMPL_crit_path_start_kind="input pin"
export IMPL_drcViolationCount=0
export IMPL_yosysMostFrequentCell="xnor2_1"
export IMPL_grt_pass1_vias=164
export IMPL_worstMarginPinSlew_ps=167
export IMPL_cp_arrival_ps=1930
export IMPL_ys_sh_simple_pct=17.6
[power by group through the flow]
stage	clock, mW	sequential (mW)	combinational [mW]
6_report	0	0	0.0499
5_1_grt	0	0	0.0540
4_1_cts	0	0	0.0494
[kinds of logic after synthesis]
kind of cell,count (synthesis)
compound gates,1
xor+xnor,10
simple gates,4
[repair_timing]
action | CTS | global route
hold endpoints to repair | 0 | 0
hold buffers | 0 | 0
resized | 0 | 1
endpoints found under the setup margin | 0 | 1
[final cells by class]
class | count | share of cell area, %
multi-input cells | 15 | 34.8
well taps | 46 | 16.5
repair buffers | 17 | 48.7
[cells in the final DEF (no fill, tap or decap), drive strengths merged]
cell | synthesis | routed
o22ai | 1 | 1
nand4 | 2 | 2
xnor2 | 10 | 10
nand2 | 2 | 2
clkdlybuf4s50 | 0 | 17
[layer usage]
layer,up-vias,routed length [um]
li1,86,-
met1,67,234
met2,11,230
met3,0,84
met4,0,0
met5,-,0
[per-stage QoR]
step	setup slack, ps	cell area, um^2	power [mW]	util, %
after detailed placement	49.6	342	0.0491	10.0
final	71.2	349	0.0499	10.2
after floorplan	1160	114	0.0164	-
after CTS	43.7	342	0.0494	10.0
after global routing	8.33	349	0.0540	10.2
after global placement	56.9	342	0.0490	10.0
[critical path: stages]
cell and delay, ps:
clkdlybuf4s50_1 530, xnor2_2 130, nand4_1 110, o22ai_1 180, clkdlybuf4s50_1 490
[worst paths after layout]
path	from	endpoint	slack [ps]	depth (start not counted)
worst max-delay path	EX_destination_register[2]	stall	70	5
worst min-delay path	EX_mem_to_reg	stall	1960	4
Power and IR drop assume default switching activity.
