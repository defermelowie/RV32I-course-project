[/design/flow/config.mk]
export PLATFORM = sky130hd
export DESIGN_NAME = bin2seg
export DESIGN_NICKNAME = bin2seg
export VERILOG_FILES = /design/flow/design.v
export SDC_FILE = /design/flow/constraint.sdc
export NUM_CORES = 4
export LEC_CHECK = 1
export CORE_AREA = 10 10 70 70
export DIE_AREA = 0 0 80 80
[/design/flow/constraint.sdc]
current_design bin2seg

set clk_period 1.2
set clk_io_pct 0.2

create_clock -name clk0 -period $clk_period

set non_clock_inputs [all_inputs -no_clocks]
set_input_delay [expr $clk_period * $clk_io_pct] -clock clk0 $non_clock_inputs
set_output_delay [expr $clk_period * $clk_io_pct] -clock clk0 [all_outputs]
[/design/flow/design.v]
module bin2seg(bin, seg);
input wire [3:0] bin;
output reg [6:0] seg;
always @(*)
  case (bin)
	 0 : seg = ~7'b0111111;
	 1 : seg = ~7'b0000110;
	 2 : seg = ~7'b1011011;
	 3 : seg = ~7'b1001111;
	 4 : seg = ~7'b1100110;
	 5 : seg = ~7'b1101101;
	 6 : seg = ~7'b1111101;
	 7 : seg = ~7'b0000111;
	 8 : seg = ~7'b1111111;
	 9 : seg = ~7'b1101111;
	 10: seg = ~7'b1110111;
	 11: seg = ~7'b1111100;
	 12: seg = ~7'b0111001;
	 13: seg = ~7'b1011110;
	 14: seg = ~7'b1111001;
	 15: seg = ~7'b1110001;
  endcase
endmodule
[/design/flow/run.sh]
#!/bin/bash
# OpenROAD 26Q1-2900-gdf79404cd8, Yosys 0.63+post, stock flow scripts
make -C /OpenROAD-flow-scripts/flow DESIGN_CONFIG=/design/flow/config.mk WORK_HOME=/design/flow/orfs finish
==> results.cfg <==
; yosys + openroad results
[pwr]
p_leak_nw = 0.285
power_frac_comb = 1.000
p_sw_frac = 0.403
pwr-share-seq = 0
p_clk_frac = 0
vdd_drop_max_uv = 96.4
switchingPower_mw = 0.0819
p_int_mw = 0.121
powerDensity_nw_per_um2 = 313

[setup_path]
arrival_ps = 1260
critical_path.endpoint_type = primary output
critPathRequiredTime_ps = 960
critical_path_class = in -> out
start_kind = primary input
crit_fanout = 5

[job]
warning_count = 41
drv_cap = 0

[global_routing]
grt_pass1_wl_mm = 1.77
grt_usage = 0.0331
grt_max_degree = 8
antenna_found_initial = 0
grt-ovfl-total = 0
grt_pass1_vias = 377

[sta]
fin_hold_ws_ps = 922
fmax_ghz = 0.667
setup_viol_count_final = 7
post-route-period-util = 1.25
finalHoldViolCount = 0
maxSlewViolCount = 0
relSlewSlack = 0.895
worst_slew_pin_slew_ps = 152
finalWorstSetupSlack_ps = -299
period_needed_ps = 1500
rsz0062_at_grt = true
setup-tns-final_ps = -1270

[yosys]
avgSynthCellArea_um2 = 8.60
synthCells = 32
yosys_warnings = 1
postSynthSeqShare = 0
syn_area_um2 = 275
yosysChipArea_um2 = 275
yosysUniqueCellTypes = 15
ys_cells = 32

[floorplanning]
die-area_um2 = 6400
core_area_um2 = 3420
rows = 21
die_x_um = 80
io_pins = 11
die_h_um = 80
initCoreUtil = 0.0806

[detailed_routing]
wl_per_cell_um = 9.48
first_iter_violations = 2
ant_nets = 0
drt_first_pass_iters = 3
vias_per_cell = 3.14
vias = 320
wl_um = 967
diodes = 0
drc = 0

[placement]
portBuffers = 11
dp_hpwl_um = 711
gp_congestion = 0.848
dpl_cell_area_um2 = 537

[min_path]
hp-class = in -> out
holdPathStages = 3

[cells_and_area]
fin_area_um2 = 649
area_growth_pct = 136
nClkBuffers = 0
flop-count = 0
utilization = 0.190
layout-drive-gt1-share = 0.768
seq_area_um2 = 0

[cts]
holdBufCountCts = 0

[status]
violations = negative setup slack
outcome = complete, but fails checks
## final cells by class
| cell class | instances | area (um2) |
|---|---|---|
| Tap cell | 46 | 57.6 |
| Fill cell | 382 | 2770 |
| Timing Repair Buffer | 26 | 221 |
| Multi-Input combinational cell | 27 | 339 |
| Inverter | 3 | 31.3 |
## per-stage QoR
| step | setup WS [ps] | power (mW) | std cells |
|---|---|---|---|
| 6_report | -299 | 0.203 | 102 |
| 5_1_grt | -376 | 0.225 | 102 |
| 4_1_cts | -309 | 0.197 | 102 |
| 3_5_place_dp | -1240 | 0.171 | 96 |
| 3_3_place_gp | -1230 | 0.169 | 96 |
| 2_1_floorplan | -16.8 | 0.0706 | 32 |
## power by group through the flow
stage     clock, mW  sequential (mW)  combinational [mW]
6_report          0                0               0.203
5_1_grt           0                0               0.225
4_1_cts           0                0               0.197
## placed cells by master, fill, tap and decap left out
master	Yosys	final
mux2i_2	0	1
dlygate4sd2_1	0	1
nand2_1	1	1
mux4_2	0	1
ha_1	7	1
a22o_1	2	2
nor2_1	5	2
inv_8	0	1
a32o_2	0	1
buf_12	0	2
or3b_1	1	1
ha_4	0	6
mux2_4	0	1
inv_2	0	1
buf_4	0	8
mux2i_1	4	3
a21oi_2	0	1
o21ai_1	0	2
nor2_2	0	3
inv_12	0	1
buf_2	1	9
buf_6	1	6
and2b_2	1	1
## cell usage after synthesis (all sizes together)
cell / instances / area [um2]
a21oi: 1 / 5.00
a22o: 2 / 17.5
a32o: 1 / 10.0
and2b: 1 / 8.76
buf: 2 / 16.3
ha: 7 / 87.6
inv: 3 / 11.3
mux2: 1 / 11.3
mux2i: 4 / 40.0
mux4: 1 / 26.3
nand2: 1 / 3.75
nor2: 5 / 18.8
o21ai: 2 / 10.0
or3b: 1 / 8.76
## final timing paths
kind,to,slack [ps],startpoint
hold / removal,seg[3],920,bin[3]
setup / recovery,seg[0],-300,bin[1]
## routing by layer
layer,GRT usage,wire (um),vias to the layer above,part of all wire
met4,0.00528,19,0,0.020
met3,0.00341,16,2,0.017
met1,0.0337,366,154,0.38
li1,-,-,160,-
met5,0,0,-,0
met2,0.0690,564,4,0.58
## repair_timing
item | CTS | global route
setup endpoints to repair | 7 | 7
gates resized | 65 | 3
gates cloned | 1 | 0
pin swaps | 9 | 5
buffers inserted | 5 | 0
## critical path: stages
cell	delay (ps)
buf_12	110
inv_12	50
ha_4	110
and2b_2	210
or3b_1	340
o21ai_1	80
buf_2	110
## logic make-up after synthesis
logic type,count (synthesis),synth area share
buffers and inverters,5,0.100
AOI/OAI and AO/OA,6,0.155
muxes,6,0.282
and+or+nand+nor,8,0.145
adders and majority gates,7,0.318
Power and IR drop assume default switching activity.
